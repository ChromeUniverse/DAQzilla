--- flow/config.mk ---
export PLATFORM = sky130hd
export DESIGN_NAME = Memory
export DESIGN_NICKNAME = Memory
export VERILOG_FILES = /design/flow/design.v
export SDC_FILE = /design/flow/constraint.sdc
export NUM_CORES = 4
export LEC_CHECK = 1
export CORE_UTILIZATION = 50
--- flow/constraint.sdc ---
current_design Memory

set clk_period 2.3
set clk_io_pct 0.2

create_clock -name clk0 -period $clk_period [get_ports {clock}]

set non_clock_inputs [all_inputs -no_clocks]
set_input_delay [expr $clk_period * $clk_io_pct] -clock clk0 $non_clock_inputs
set_output_delay [expr $clk_period * $clk_io_pct] -clock clk0 [all_outputs]
--- flow/design.v ---
package spi_types_pkg;
  typedef enum logic [2:0] {
    ROUTINE_NONE,        
    ROUTINE_CALIBRATE,   
    ROUTINE_READBACK,    
    ROUTINE_SINGLE,      
    ROUTINE_CONTINUOUS,  
    ROUTINE_ILLEGAL      
  } routine_t;
endpackage
module Decoder
  #(parameter WIDTH = 8)
  (output logic [WIDTH-1:0] D,
   input  logic en,
   input  logic [($clog2(WIDTH))-1:0] I);
   always_comb begin
     D = 'b0;
     if (en)
       D[I] = 1'b1;
   end
endmodule: Decoder
module BarrelShiftRegister
  #(parameter WIDTH = 8)
  (input  logic [1:0] by,
   input  logic en, load, clock,
   input  logic [WIDTH-1:0] D,
   output logic [WIDTH-1:0] Q);
   logic [WIDTH-1:0] temp;
   always_ff @(posedge clock) begin
     if (load)
       temp <= D;
     else if (en)
       temp <= (temp << by);
   end
   assign Q = temp;
endmodule: BarrelShiftRegister
module Multiplexer
  #(parameter WIDTH = 8)
  (output logic Y,
   input  logic [WIDTH-1:0] I, 
   input  logic [($clog2(WIDTH)) - 1:0] S);
    assign Y = I[S];
endmodule: Multiplexer
module Mux2to1
  #(parameter WIDTH = 8)
  (output logic [WIDTH-1:0] Y,
   input  logic [WIDTH-1:0] I0, I1, 
   input  logic S);
  assign Y = S ? I1 : I0;
endmodule: Mux2to1
module MagComp
  #(parameter WIDTH = 8)
  (output logic AltB, AeqB, AgtB,
   input  logic [WIDTH-1:0] A, B);
  assign AltB = (A < B);
  assign AeqB = (A == B);
  assign AgtB = (A > B);
endmodule: MagComp
module Comparator
  #(parameter WIDTH = 8)
  (output logic AeqB,
   input  logic [WIDTH-1:0] A, B);
  assign AeqB = (A == B);
endmodule: Comparator
module Adder
  #(parameter WIDTH = 8)
  (output logic cout,
   output logic [WIDTH-1:0] sum,
   input logic cin,
   input logic [WIDTH-1:0] A, B);
  assign {cout, sum} = A + B + cin;
endmodule: Adder
module Subtracter
  #(parameter WIDTH = 8)
  (input  logic bin,
   input  logic [WIDTH-1:0] A, B,
   output logic bout,
   output logic [WIDTH-1:0] diff);
   assign {bout, diff} = A - B - bin;
endmodule : Subtracter
module DFlipFlop
  (input  logic D, preset_L, reset_L,
   input  logic clock,
   output logic Q);
   always_ff @(posedge clock, negedge preset_L, negedge reset_L) begin
     if (~reset_L & ~preset_L) 
       Q <= 1'bx;
     else if (~reset_L)
       Q <= 0;
     else if (~preset_L)
       Q <= 1'b1;
     else
       Q <= D;
   end
endmodule : DFlipFlop
module Register
  #(parameter WIDTH = 8)
  (input  logic [(WIDTH - 1):0] D,
   input  logic clock, en, clear,
   output logic [(WIDTH - 1):0] Q);
   always_ff @(posedge clock) begin
     if (en)
       Q <= D;
     else if (clear)
       Q <= '0;
   end
endmodule : Register
module Counter
  #(parameter WIDTH = 8)
  (input  logic en, clear, load, up,
   input  logic [WIDTH-1:0] D,
   input  logic clock,
   output logic [WIDTH-1:0] Q);
   logic [WIDTH-1:0] temp;
   always_ff @(posedge clock) begin
     if (clear)
       temp <= '0;
     else if (load)
       temp <= D;
     else if (en & up)
       temp <= (Q + 1);
     else if (en & ~up)
       temp <= (Q - 1);
    end
    assign Q = temp;
endmodule : Counter
module ShiftRegisterSIPO
  #(parameter WIDTH = 8)
  (input  logic en, left, serial, clock,
   output logic [WIDTH-1:0] Q);
   always_ff @(posedge clock) begin
     if (en & left) 
        Q <= {Q[WIDTH-2:0], serial};  
     else if (en & ~left)
        Q <= {serial, Q[WIDTH-1:1]};  
    end
endmodule : ShiftRegisterSIPO
module ShiftRegisterPIPO
  #(parameter WIDTH = 8)
  (input  logic en, left, load, clock,
   input  logic [WIDTH-1:0] D,
   output logic [WIDTH-1:0] Q);
   always_ff @(posedge clock) begin
     if (load)
       Q = D;
     else if (en & left)
       Q <= (Q << 1);
     else if (en & ~left)
       Q <= (Q >> 1);
   end
endmodule : ShiftRegisterPIPO
module Synchronizer
  (input  logic async, clock,
   output logic sync);
   logic temp;
   DFlipFlop f1(.D(async), .Q(temp), .clock(clock),
                .preset_L(1'b1), .reset_L(1'b1)),
             f2(.D(temp), .Q(sync), .clock(clock),
                .preset_L(1'b1), .reset_L(1'b1));
endmodule : Synchronizer
module BusDriver
  #(parameter WIDTH = 8)
  (input  logic en, 
   input  logic [WIDTH-1:0] data,
   output logic [WIDTH-1:0] buff,
   inout  tri [WIDTH-1:0] bus);
   assign bus = (en) ? data : 'bz;
   assign buff = bus;
endmodule : BusDriver
module Memory
  #(parameter AW = 4,
              DW = 8,
              W = 2 ** AW)
  (input logic re, we, clock,
   input logic [AW-1:0] addr,
   inout tri [DW-1:0] data);
   logic [DW-1:0] M[W];
   logic [DW-1:0] rData;
   assign data = (re) ? rData : 'bz;
   always_ff @(posedge clock) begin
     if (we)
       M[addr] <= data;
   end
   always_comb
     rData = M[addr];
endmodule : Memory
--- flow/run.sh ---
#!/bin/bash
# OpenROAD 26Q1-2900-gdf79404cd8, Yosys 0.63+post, stock flow scripts
make -C /OpenROAD-flow-scripts/flow DESIGN_CONFIG=/design/flow/config.mk WORK_HOME=/design/flow/orfs finish
==> insert_results.sql <==
-- flow metrics import
INSERT INTO impl_metrics (metric_group, metric, value, unit) VALUES
('run_status', 'status', 'did not finish', ''),
('run_status', 'stop_stage', '4_1_cts', ''),
('run_status', 'firstError', '[error] [KeplerFormal.cpp:679] Workflow failed: Iso has multiple drivers: .data0, _149_.Y0', ''),
('synthesis', 'yosysSeqAreaShare', '78.33', '%'),
('place', 'pre_cts_ws', '-0.2554', 'ns'),
('clock_tree', 'h_tree_depth_reported_by_cts', '4', ''),
('place', 'gp_routability_congestion', '0.7987', ''),
('place', 'port_buffers', '5', ''),
('synthesis', 'postSynthAreaPerCell', '22.10', 'um2'),
('floorplanning', 'chipHeight', '101.1', 'um'),
('clock_tree', 'ctsResizeCount', '17', ''),
('floorplanning', 'boundaryPins', '15', ''),
('clock_tree', 'num_clock_sinks', '128', ''),
('clock_tree', 'cts.path.max_buffers', '2', ''),
('synthesis', 'mappedNetlistArea', '0.004907', 'mm2'),
('synthesis', 'ys_chip_area', '0.004907', 'mm2'),
('synthesis', 'count_of_distinct_cell_types_in_the_synthesized_netlist', '17', ''),
('floorplanning', 'initCoreUtil', '52.36', '%'),
('clock_tree', 'cts-hold-fix-buffers', '0', ''),
('floorplanning', 'placementRows', '35', ''),
('place', 'detailed_place_hpwl', '5807', 'um'),
('synthesis', 'synth-warning-count', '3', ''),
('synthesis', 'numSynthFlops', '128', ''),
('place', 'placed_cell_count', '383', ''),
('floorplanning', 'chipWidth', '101.1', 'um'),
('clock_tree', 'postCtsSetupBuffers', '0', ''),
('synthesis', 'synthesis.instances', '222', ''),
('clock_tree', 'cts.root.buffer_cell', 'sky130_fd_sc_hd__clkbuf_8', ''),
('clock_tree', 'cts-buffers-inserted', '17', ''),
('synthesis', 'synth-cells-yosys', '222', '');
-- Yosys cell counts --
library cell | count | share of area [%]
sky130_fd_sc_hd__nand3b_1 | 2 | 0.31
sky130_fd_sc_hd__clkbuf_2 | 1 | 0.10
sky130_fd_sc_hd__buf_1 | 4 | 0.31
sky130_fd_sc_hd__mux4_2 | 32 | 15
sky130_fd_sc_hd__nand3_1 | 1 | 0.10
sky130_fd_sc_hd__buf_6 | 2 | 0.46
sky130_fd_sc_hd__nand2b_1 | 2 | 0.25
sky130_fd_sc_hd__nand2_1 | 9 | 0.69
sky130_fd_sc_hd__a22oi_1 | 16 | 2.4
sky130_fd_sc_hd__nor3_1 | 4 | 0.41
sky130_fd_sc_hd__nor2_1 | 13 | 0.99
sky130_fd_sc_hd__edfxtp_1 | 128 | 78
sky130_fd_sc_hd__clkbuf_1 | 2 | 0.15
sky130_fd_sc_hd__nor2b_1 | 2 | 0.25
sky130_fd_sc_hd__buf_2 | 2 | 0.20
sky130_fd_sc_hd__or3b_2 | 1 | 0.18
sky130_fd_sc_hd__and2_1 | 1 | 0.13
-- metrics by stage --
step                      power (W)  area [um2]  setup TNS, ns  hold slack (ns)  utilization [%]
after floorplan            0.002771        4907              0           0.6406                -
after global placement     0.002991        5389         -18.09           0.7787            57.50
after detailed placement   0.002837        5389         -22.65           0.6164            57.50
-- logic make-up after synthesis --
family                 count (synthesis)  synth area share, %
flip-flops                           128                78.33
AND/OR/NAND/NOR                       35                3.315
multiplexers                          32                14.69
AND-OR/OR-AND                         16                2.448
buffers and inverters                 11                1.224
Power figures rest on the tool's default switching activity, not on a simulated workload.
