$ cat /design/flow/design.v
package spi_types_pkg;
  typedef enum logic [2:0] {
    ROUTINE_NONE,        
    ROUTINE_CALIBRATE,   
    ROUTINE_READBACK,    
    ROUTINE_SINGLE,      
    ROUTINE_CONTINUOUS,  
    ROUTINE_ILLEGAL      
  } routine_t;
endpackage
`default_nettype none
module register_file #(
  parameter REG_COUNT = 4,
  parameter REG_WIDTH = 8
) (
  input wire clock_i,
  input wire [$clog2(REG_COUNT)-1:0] sel_in_i,
  input wire load_i,
  input wire clear_i,
  input wire [REG_WIDTH-1:0] in_i,
  output wire [REG_WIDTH-1:0] RREG_out_o,
  output wire [3*(REG_WIDTH)-1:0] conversion_data_o
);
  logic [REG_COUNT-1:0] decoder_out;
  Decoder #(.WIDTH(REG_COUNT)) load_selector (
    .en(load_i),
    .I(sel_in_i),
    .D(decoder_out)
  );
  logic [REG_COUNT-1:0][REG_WIDTH-1:0] reg_data_out_array;
  genvar i;
  generate
    for (i = 0; i < REG_COUNT; i = i+1) begin : registers
      Register #(.WIDTH(REG_WIDTH)) register (
        .clock(clock_i),
        .clear(clear_i),
        .en(decoder_out[i]),
        .D(in_i),
        .Q(reg_data_out_array[i])
      );
    end
  endgenerate
  assign RREG_out_o = reg_data_out_array[0];
  assign conversion_data_o = {
    reg_data_out_array[REG_COUNT-3],
    reg_data_out_array[REG_COUNT-2],
    reg_data_out_array[REG_COUNT-1]
  };
endmodule
module Decoder
  #(parameter WIDTH = 8)
  (output logic [WIDTH-1:0] D,
   input  logic en,
   input  logic [($clog2(WIDTH))-1:0] I);
   always_comb begin
     D = 'b0;
     if (en)
       D[I] = 1'b1;
   end
endmodule: Decoder
module BarrelShiftRegister
  #(parameter WIDTH = 8)
  (input  logic [1:0] by,
   input  logic en, load, clock,
   input  logic [WIDTH-1:0] D,
   output logic [WIDTH-1:0] Q);
   logic [WIDTH-1:0] temp;
   always_ff @(posedge clock) begin
     if (load)
       temp <= D;
     else if (en)
       temp <= (temp << by);
   end
   assign Q = temp;
endmodule: BarrelShiftRegister
module Multiplexer
  #(parameter WIDTH = 8)
  (output logic Y,
   input  logic [WIDTH-1:0] I, 
   input  logic [($clog2(WIDTH)) - 1:0] S);
    assign Y = I[S];
endmodule: Multiplexer
module Mux2to1
  #(parameter WIDTH = 8)
  (output logic [WIDTH-1:0] Y,
   input  logic [WIDTH-1:0] I0, I1, 
   input  logic S);
  assign Y = S ? I1 : I0;
endmodule: Mux2to1
module MagComp
  #(parameter WIDTH = 8)
  (output logic AltB, AeqB, AgtB,
   input  logic [WIDTH-1:0] A, B);
  assign AltB = (A < B);
  assign AeqB = (A == B);
  assign AgtB = (A > B);
endmodule: MagComp
module Comparator
  #(parameter WIDTH = 8)
  (output logic AeqB,
   input  logic [WIDTH-1:0] A, B);
  assign AeqB = (A == B);
endmodule: Comparator
module Adder
  #(parameter WIDTH = 8)
  (output logic cout,
   output logic [WIDTH-1:0] sum,
   input logic cin,
   input logic [WIDTH-1:0] A, B);
  assign {cout, sum} = A + B + cin;
endmodule: Adder
module Subtracter
  #(parameter WIDTH = 8)
  (input  logic bin,
   input  logic [WIDTH-1:0] A, B,
   output logic bout,
   output logic [WIDTH-1:0] diff);
   assign {bout, diff} = A - B - bin;
endmodule : Subtracter
module DFlipFlop
  (input  logic D, preset_L, reset_L,
   input  logic clock,
   output logic Q);
   always_ff @(posedge clock, negedge preset_L, negedge reset_L) begin
     if (~reset_L & ~preset_L) 
       Q <= 1'bx;
     else if (~reset_L)
       Q <= 0;
     else if (~preset_L)
       Q <= 1'b1;
     else
       Q <= D;
   end
endmodule : DFlipFlop
module Register
  #(parameter WIDTH = 8)
  (input  logic [(WIDTH - 1):0] D,
   input  logic clock, en, clear,
   output logic [(WIDTH - 1):0] Q);
   always_ff @(posedge clock) begin
     if (en)
       Q <= D;
     else if (clear)
       Q <= '0;
   end
endmodule : Register
module Counter
  #(parameter WIDTH = 8)
  (input  logic en, clear, load, up,
   input  logic [WIDTH-1:0] D,
   input  logic clock,
   output logic [WIDTH-1:0] Q);
   logic [WIDTH-1:0] temp;
   always_ff @(posedge clock) begin
     if (clear)
       temp <= '0;
     else if (load)
       temp <= D;
     else if (en & up)
       temp <= (Q + 1);
     else if (en & ~up)
       temp <= (Q - 1);
    end
    assign Q = temp;
endmodule : Counter
module ShiftRegisterSIPO
  #(parameter WIDTH = 8)
  (input  logic en, left, serial, clock,
   output logic [WIDTH-1:0] Q);
   always_ff @(posedge clock) begin
     if (en & left) 
        Q <= {Q[WIDTH-2:0], serial};  
     else if (en & ~left)
        Q <= {serial, Q[WIDTH-1:1]};  
    end
endmodule : ShiftRegisterSIPO
module ShiftRegisterPIPO
  #(parameter WIDTH = 8)
  (input  logic en, left, load, clock,
   input  logic [WIDTH-1:0] D,
   output logic [WIDTH-1:0] Q);
   always_ff @(posedge clock) begin
     if (load)
       Q = D;
     else if (en & left)
       Q <= (Q << 1);
     else if (en & ~left)
       Q <= (Q >> 1);
   end
endmodule : ShiftRegisterPIPO
module Synchronizer
  (input  logic async, clock,
   output logic sync);
   logic temp;
   DFlipFlop f1(.D(async), .Q(temp), .clock(clock),
                .preset_L(1'b1), .reset_L(1'b1)),
             f2(.D(temp), .Q(sync), .clock(clock),
                .preset_L(1'b1), .reset_L(1'b1));
endmodule : Synchronizer
module BusDriver
  #(parameter WIDTH = 8)
  (input  logic en, 
   input  logic [WIDTH-1:0] data,
   output logic [WIDTH-1:0] buff,
   inout  tri [WIDTH-1:0] bus);
   assign bus = (en) ? data : 'bz;
   assign buff = bus;
endmodule : BusDriver
module Memory
  #(parameter AW = 4,
              DW = 8,
              W = 2 ** AW)
  (input logic re, we, clock,
   input logic [AW-1:0] addr,
   inout tri [DW-1:0] data);
   logic [DW-1:0] M[W];
   logic [DW-1:0] rData;
   assign data = (re) ? rData : 'bz;
   always_ff @(posedge clock) begin
     if (we)
       M[addr] <= data;
   end
   always_comb
     rData = M[addr];
endmodule : Memory
$ cat /design/flow/run.sh
#!/bin/bash
# OpenROAD 26Q1-2900-gdf79404cd8, Yosys 0.63+post, stock flow scripts
make -C /OpenROAD-flow-scripts/flow DESIGN_CONFIG=/design/flow/config.mk WORK_HOME=/design/flow/orfs finish
$ cat /design/flow/config.mk
export PLATFORM = sky130hd
export DESIGN_NAME = register_file
export DESIGN_NICKNAME = register_file
export VERILOG_FILES = /design/flow/design.v
export SDC_FILE = /design/flow/constraint.sdc
export NUM_CORES = 4
export LEC_CHECK = 1
export CORE_UTILIZATION = 30
$ cat /design/flow/constraint.sdc
current_design register_file

set clk_period 2.1
set clk_io_pct 0.2

create_clock -name clk0 -period $clk_period [get_ports {clock_i}]

set non_clock_inputs [all_inputs -no_clocks]
set_input_delay [expr $clk_period * $clk_io_pct] -clock clk0 $non_clock_inputs
set_output_delay [expr $clk_period * $clk_io_pct] -clock clk0 [all_outputs]
==> out/metrics.csv <==
stage,metric,value,unit
clock_tree,max-clock-path-buffers,2,
cells_and_area,largest-register,registers.register.Q,
worst_setup_path,buffers_inverters_on_critical_path,1,
route,drt_iter0_markers,16,
hold_path,hold_start,in_i[3],
place,dp.cells,179,
job,maxCapViolCount,0,
clock_tree,number_of_hold_repair_buffers_added_at_the_cts_stage,0,
synth,yosysWarningCount,4,
floorplanning,floorplan.io_pins,45,
synth,synth_largest_type_area_fraction,80.3,%
floorplanning,initCoreUtil,32.0,%
synth,synthFlopType,sky130_fd_sc_hd__edfxtp_1,
worst_setup_path,worst_ep_required_time,2.03,ns
clock_tree,cts_sinks,32,
cells_and_area,largest_register_ff_count,32,
global_routing,overflow,0,
worst_setup_path,worst_path_max_delay_cell,sky130_fd_sc_hd__clkdlybuf4s50_1,
power,power_density,757,nW/um2
power,power_leakage,0.644,nW
worst_setup_path,path_cells,"clkdlybuf4s50_1, or2_1, o21bai_2",
timing,achievable-frequency,640,MHz
cells_and_area,layout.cells.non_filler,187,
floorplanning,fp.coreArea,3740,um2
clock_tree,clkTransAtPathRegs,0.06,ns
synth,netlist-cell-type-count,10,
floorplanning,chipArea,4250,um2
timing,fin_worst_hold_slack,0.908,ns
timing,setup_viol_count_final,0,
timing,finalWorstPathRequiredPeriod,1.56,ns
route,post_drt_antenna_nets,0,
synth,synth.yosys.chip_area,1200,um2
power,irDropWorstVdd,490,uV
route,dr_total_vias,812,
synth,flip_flop_and_latch_count_after_synthesis,32,
clock_tree,root_buffer,sky130_fd_sc_hd__clkbuf_8,
hold_path,worst_hold_path.num_cells,3,
synth,netlist_top_cells_area,"sky130_fd_sc_hd__edfxtp_1 80%, sky130_fd_sc_hd__nor2_1 10%, sky130_fd_sc_hd__nand2_1 2.8%",
cells_and_area,fin_area,1800,um2
timing,finalClockPeriodUsage,74.4,%
route,antenna_cells_inserted,0,
synth,flip_flops_with_a_built_in_enable,32,
global_routing,antenna_found_initial,0,
global_routing,grt_start_max_net_pins,10,
synth,synth-cells-yosys,85,
clock_tree,postCtsSetupBuffers,0,
clock_tree,postCtsResizedCells,0,
clock_tree,tritoncts.num_buffers,5,
synth,synth_simple_gate_area_share,14.4,%
floorplanning,die_h,65.2,um
synth,synthAoiAreaFrac,2.82,%
synth,largest_area_contributor_in_the_synthesized_netlist,sky130_fd_sc_hd__edfxtp_1,
floorplanning,die_width,65.2,um
floorplanning,row_count,22,
clock_tree,tritoncts_clock_tree,built,
route,first_pass_iters,4,
synth,ys_sh_adder,0,%
timing,rsz0062_at_grt,no,
run_status,status,finished clean,
worst_setup_path,path_delay_family,buffers and inverters,
hold_path,holdCritPathClass,in2reg,
route,detail_route.wl_per_cell,13.4,um
hold_path,worst_hold_path.endpoint,registers[3].register.Q[3],
timing,timing.final.max_slew_violations,0,
synth,synthXorXnorAreaFrac,0,%
worst_setup_path,slowest_delay,0.45,ns
job,log.warning_count,25,
synth,largest_logic_family,simple AND/OR/NAND/NOR gates,
global_routing,grt_pass1_vias,805,
cells_and_area,drive_gt1_share,8.63,%
synth,post_synth_instance_area,1200,um2
timing,timing.setup.tns,0,ns
worst_setup_path,timing_worst_setup_path_type,in2reg,
synth,synthTopCellsByCount,"32 x sky130_fd_sc_hd__edfxtp_1, 32 x sky130_fd_sc_hd__nor2_1, 9 x sky130_fd_sc_hd__nand2_1",
worst_setup_path,largest_fanout_on_the_critical_path,8,
cells_and_area,largestRegisters,registers.register.Q: 32 flops,
place,gpl.final_weighted_congestion,0.819,
timing,slew-limit-headroom,72.6,%
place,dpl_cell_area,1720,um2
worst_setup_path,worst_setup_path_start_kind,primary input,
timing,tightestPinTransition,0.411,ns
global_routing,grt.total_usage,13.4,%
clock_tree,cts_htree_levels,2,
place,hpwl,1750,um
worst_setup_path,cp_num_cells,3,
synth,post_synth.cell_area_avg,14.1,um2
global_routing,grt_pass1_wl,3860,um
synth,number_of_standard_cells_after_synthesis,85,
worst_setup_path,arrival,1.49,ns
synth,yosys.stat.seqShare,80.3,%
route,drt_wl_total,2510,um
route,drt-vias-per-instance,4.34,
synth,asyncSetResetFlopFracSynth,0,%
place,placement.io_buffers,44,
route,remaining_drc_errors,0,
synth,mux_share,0,%
timing,timing_hold_violations_final,0,
cells_and_area,layout-area-overhead-vs-synth,50.1,%
worst_setup_path,timing.critical_path.to_type,flip-flop,
-- worst max-delay path by stage --
| stage | slack (ns) | start | endpoint |
|---|---|---|---|
| finish | 0.54 | sel_in_i[0] | registers[0].register.Q[0] |
| CTS | 0.54 | sel_in_i[0] | registers[0].register.Q[3] |
| global route | 0.46 | sel_in_i[1] | registers[1].register.Q[5] |
-- stage by stage --
stage | worst slack [ns] | power, mW | utilization (%)
5_1_grt | 0.461 | 1.42 | 48.0
4_1_cts | 0.543 | 1.37 | 48.0
2_1_floorplan | 0.593 | 0.813 | -
6_report | 0.537 | 1.36 | 48.0
3_5_place_dp | 0.246 | 0.953 | 45.9
3_3_place_gp | 0.280 | 0.953 | 45.9
-- cells by family (layout without fill, tap and decap cells) --
logic type,after synthesis,after routing
flops,32,32
buf+inv,5,59
compound gates,4,4
simple gates,44,44
-- where the power goes --
group	switching, mW	internal [mW]	total, mW	leakage (nW)
clock network	0.191	0.230	0.421	0.0399
registers	0.0151	0.757	0.772	0.315
logic	0.0545	0.113	0.168	0.289
-- layout make-up --
class | instances | area, um2
Inverter | 1 | 3.75
Multi-Input combinational cell | 48 | 206
Tap cell | 48 | 60.1
Sequential cell | 32 | 961
Clock inverter | 1 | 3.75
Fill cell | 338 | 1950
Timing Repair Buffer | 50 | 485
Clock buffer | 7 | 76.3
-- layout by cell type, fill, tap and decap left out, drive strengths merged --
master and n:
clkbuf 7, or2 1, clkinv 1, nand2b 2
nor2 32, o21bai 4, buf 6, clkdlybuf4s50 44
nand2 9, edfxtp 32, inv 1
-- per-layer routing --
layer | wire (um) | vias up | part of all wire, % | track usage, %
met5 | 0 | - | 0 | 0
met2 | 1190 | 36 | 47 | 20.6
li1 | - | 395 | - | -
met1 | 1070 | 377 | 43 | 18.6
met4 | 22 | 0 | 0.88 | 1.63
met3 | 225 | 4 | 9.0 | 6.51
No activity file was given, so power comes from the tool's default toggle rates.
