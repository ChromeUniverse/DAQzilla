==> flow/design.v <==
package spi_types_pkg;
  typedef enum logic [2:0] {
    ROUTINE_NONE,        
    ROUTINE_CALIBRATE,   
    ROUTINE_READBACK,    
    ROUTINE_SINGLE,      
    ROUTINE_CONTINUOUS,  
    ROUTINE_ILLEGAL      
  } routine_t;
endpackage
`default_nettype none
module clock_div #(
  parameter EXP_FACTOR = 2
) (
  input  wire clock_in_i,
  input  wire reset_i,
  input  wire clear_i,
  input  wire en_i,
  output wire clock_out_o
);
  logic [EXP_FACTOR-1:0] clk_div;
  always_ff @(posedge clock_in_i) begin
    if (reset_i | clear_i)
      clk_div <= '0;
    else if (en_i)
      clk_div <= clk_div + 1;
    else 
      clk_div <= clk_div; 
  end
  assign clock_out_o = clk_div[EXP_FACTOR-1];
endmodule
`default_nettype none
module edge_trigger #(
  parameter bit DETECT_POS_EDGE = 1
) (
  input  logic clk,
  input  logic reset,
  input  logic signal_in,
  output logic pulse_out
);
  logic signal_d;
  always_ff @(posedge clk) begin
    if (reset) begin
      signal_d  <= 1'b0;
      pulse_out <= 1'b0;
    end else begin
      signal_d  <= signal_in;
      pulse_out <= DETECT_POS_EDGE
                 ? ( signal_in & ~signal_d)   
                 : (~signal_in &  signal_d);  
    end
  end
endmodule
module Decoder
  #(parameter WIDTH = 8)
  (output logic [WIDTH-1:0] D,
   input  logic en,
   input  logic [($clog2(WIDTH))-1:0] I);
   always_comb begin
     D = 'b0;
     if (en)
       D[I] = 1'b1;
   end
endmodule: Decoder
module BarrelShiftRegister
  #(parameter WIDTH = 8)
  (input  logic [1:0] by,
   input  logic en, load, clock,
   input  logic [WIDTH-1:0] D,
   output logic [WIDTH-1:0] Q);
   logic [WIDTH-1:0] temp;
   always_ff @(posedge clock) begin
     if (load)
       temp <= D;
     else if (en)
       temp <= (temp << by);
   end
   assign Q = temp;
endmodule: BarrelShiftRegister
module Multiplexer
  #(parameter WIDTH = 8)
  (output logic Y,
   input  logic [WIDTH-1:0] I, 
   input  logic [($clog2(WIDTH)) - 1:0] S);
    assign Y = I[S];
endmodule: Multiplexer
module Mux2to1
  #(parameter WIDTH = 8)
  (output logic [WIDTH-1:0] Y,
   input  logic [WIDTH-1:0] I0, I1, 
   input  logic S);
  assign Y = S ? I1 : I0;
endmodule: Mux2to1
module MagComp
  #(parameter WIDTH = 8)
  (output logic AltB, AeqB, AgtB,
   input  logic [WIDTH-1:0] A, B);
  assign AltB = (A < B);
  assign AeqB = (A == B);
  assign AgtB = (A > B);
endmodule: MagComp
module Comparator
  #(parameter WIDTH = 8)
  (output logic AeqB,
   input  logic [WIDTH-1:0] A, B);
  assign AeqB = (A == B);
endmodule: Comparator
module Adder
  #(parameter WIDTH = 8)
  (output logic cout,
   output logic [WIDTH-1:0] sum,
   input logic cin,
   input logic [WIDTH-1:0] A, B);
  assign {cout, sum} = A + B + cin;
endmodule: Adder
module Subtracter
  #(parameter WIDTH = 8)
  (input  logic bin,
   input  logic [WIDTH-1:0] A, B,
   output logic bout,
   output logic [WIDTH-1:0] diff);
   assign {bout, diff} = A - B - bin;
endmodule : Subtracter
module DFlipFlop
  (input  logic D, preset_L, reset_L,
   input  logic clock,
   output logic Q);
   always_ff @(posedge clock, negedge preset_L, negedge reset_L) begin
     if (~reset_L & ~preset_L) 
       Q <= 1'bx;
     else if (~reset_L)
       Q <= 0;
     else if (~preset_L)
       Q <= 1'b1;
     else
       Q <= D;
   end
endmodule : DFlipFlop
module Register
  #(parameter WIDTH = 8)
  (input  logic [(WIDTH - 1):0] D,
   input  logic clock, en, clear,
   output logic [(WIDTH - 1):0] Q);
   always_ff @(posedge clock) begin
     if (en)
       Q <= D;
     else if (clear)
       Q <= '0;
   end
endmodule : Register
module Counter
  #(parameter WIDTH = 8)
  (input  logic en, clear, load, up,
   input  logic [WIDTH-1:0] D,
   input  logic clock,
   output logic [WIDTH-1:0] Q);
   logic [WIDTH-1:0] temp;
   always_ff @(posedge clock) begin
     if (clear)
       temp <= '0;
     else if (load)
       temp <= D;
     else if (en & up)
       temp <= (Q + 1);
     else if (en & ~up)
       temp <= (Q - 1);
    end
    assign Q = temp;
endmodule : Counter
module ShiftRegisterSIPO
  #(parameter WIDTH = 8)
  (input  logic en, left, serial, clock,
   output logic [WIDTH-1:0] Q);
   always_ff @(posedge clock) begin
     if (en & left) 
        Q <= {Q[WIDTH-2:0], serial};  
     else if (en & ~left)
        Q <= {serial, Q[WIDTH-1:1]};  
    end
endmodule : ShiftRegisterSIPO
module ShiftRegisterPIPO
  #(parameter WIDTH = 8)
  (input  logic en, left, load, clock,
   input  logic [WIDTH-1:0] D,
   output logic [WIDTH-1:0] Q);
   always_ff @(posedge clock) begin
     if (load)
       Q = D;
     else if (en & left)
       Q <= (Q << 1);
     else if (en & ~left)
       Q <= (Q >> 1);
   end
endmodule : ShiftRegisterPIPO
module Synchronizer
  (input  logic async, clock,
   output logic sync);
   logic temp;
   DFlipFlop f1(.D(async), .Q(temp), .clock(clock),
                .preset_L(1'b1), .reset_L(1'b1)),
             f2(.D(temp), .Q(sync), .clock(clock),
                .preset_L(1'b1), .reset_L(1'b1));
endmodule : Synchronizer
module BusDriver
  #(parameter WIDTH = 8)
  (input  logic en, 
   input  logic [WIDTH-1:0] data,
   output logic [WIDTH-1:0] buff,
   inout  tri [WIDTH-1:0] bus);
   assign bus = (en) ? data : 'bz;
   assign buff = bus;
endmodule : BusDriver
module Memory
  #(parameter AW = 4,
              DW = 8,
              W = 2 ** AW)
  (input logic re, we, clock,
   input logic [AW-1:0] addr,
   inout tri [DW-1:0] data);
   logic [DW-1:0] M[W];
   logic [DW-1:0] rData;
   assign data = (re) ? rData : 'bz;
   always_ff @(posedge clock) begin
     if (we)
       M[addr] <= data;
   end
   always_comb
     rData = M[addr];
endmodule : Memory
module spi_fsm (
  input wire clock_i, reset_i,
  input wire start_i, bit_count_done_i, hold_delay_done_i,
  output logic shift_en_o, 
  output logic tx_load_o,
  output logic bit_count_en_o,
  output logic bit_count_clear_o,
  output logic hold_delay_en_o,
  output logic done_o
);  
  typedef enum logic [2:0] {
    IDLE, TRANSFER, HOLD_DELAY, ILLEGAL_STATE
  } state_t;
  state_t state, next_state;
  always_ff @(posedge clock_i) begin
     if (reset_i)
       state <= IDLE;
     else
       state <= next_state;
  end
  always_comb begin
    case (state)
      IDLE:
        next_state = (start_i) ? TRANSFER : IDLE;
      TRANSFER:
        next_state = (bit_count_done_i) ? HOLD_DELAY : TRANSFER;
      HOLD_DELAY:
        if (~hold_delay_done_i)
          next_state = HOLD_DELAY;
        else if (start_i) 
          next_state = TRANSFER;
        else 
          next_state = IDLE;
      default:
        next_state = ILLEGAL_STATE;
    endcase
  end
  always_comb begin
    shift_en_o = 1'b0;
    tx_load_o = 1'b0;
    bit_count_en_o = 1'b0;
    bit_count_clear_o = 1'b0;
    hold_delay_en_o = 1'b0;
    done_o = 1'b0;
    case (state)
      IDLE: 
        if (start_i) begin
          tx_load_o = 1'b1;
          bit_count_clear_o = 1'b1;
        end
      TRANSFER:
        if (~bit_count_done_i) begin
          shift_en_o = 1'b1;
          bit_count_en_o = 1'b1;
        end else
          shift_en_o = 1'b1;
      HOLD_DELAY:
        if (~hold_delay_done_i) begin
          hold_delay_en_o = 1'b1;
          shift_en_o = 1'b1;
        end else begin
          done_o = 1'b1;
          if (start_i) begin
            tx_load_o = 1'b1;
            bit_count_clear_o = 1'b1;
          end
        end
      default:
        ;
    endcase
   end
endmodule: spi_fsm
module spi #(
  parameter WIDTH = 8
) (
  input  logic         reset_i,
  input  logic         clock_i,
  input  logic             start_i,
  output logic             done_o,
  input  logic [WIDTH-1:0] tx_buffer_i,
  output logic [WIDTH-1:0] rx_buffer_o,
  input  logic MISO_i,
  output logic MOSI_o,
  output logic SCLK_o,
  output logic auto_CS_o     
);
  logic bit_count_done, hold_delay_done;
  logic shift_en, tx_load, bit_count_en, bit_count_clear, hold_delay_en;
  spi_fsm fsm (
    .clock_i(clock_i),
    .reset_i(reset_i),
    .start_i(start_i),
    .bit_count_done_i(bit_count_done),
    .shift_en_o(shift_en),
    .tx_load_o(tx_load),
    .bit_count_en_o(bit_count_en),
    .bit_count_clear_o(bit_count_clear),
    .hold_delay_done_i(hold_delay_done),
    .hold_delay_en_o(hold_delay_en),
    .done_o(done_o)
  );
  spi_clk_gen #(.EXP_FACTOR(6)) clkgen (
    .clock_i(clock_i),
    .reset_i(reset_i),
    .SCLK_o(SCLK_o),
    .en_i(shift_en)
  );
  logic SCLK_falling_edge;
  edge_trigger #(.DETECT_POS_EDGE(0)) posedge_trigger (
    .clk(clock_i),
    .reset(reset_i),
    .signal_in(SCLK_o),
    .pulse_out(SCLK_falling_edge)
  );
  logic [3:0] bit_count_out;
  Counter #(.WIDTH(4)) bit_count (
    .clock(clock_i),
    .en(bit_count_en & SCLK_falling_edge),
    .clear(bit_count_clear),
    .load(1'b0),
    .up(1'b1),
    .D(4'b0),
    .Q(bit_count_out)
  );
  assign bit_count_done = (bit_count_out == 4'd8);
  spi_tx #(.WIDTH(8)) spi_tx_unit (
    .clock_i(clock_i),
    .reset_i(reset_i | bit_count_clear),  
    .tx_en_i(shift_en),
    .tx_load_i(tx_load),
    .SCLK_i(SCLK_o),
    .tx_buffer_i(tx_buffer_i),
    .MOSI_o(MOSI_o)
  );
  spi_rx #(.WIDTH(8)) spi_rx_unit (
    .clock_i(clock_i),
    .reset_i(reset_i),
    .rx_en_i(shift_en),
    .SCLK_i(SCLK_o),
    .MISO_i(MISO_i),
    .rx_data_o(rx_buffer_o)
  );
  spi_delay_timer #(.MAX_COUNT(20)) delay_time (
    .clock_i(clock_i),
    .reset_i(reset_i),
    .delay_en_i(hold_delay_en),
    .delay_done_o(hold_delay_done)
  );
endmodule : spi
`default_nettype none
module spi_clk_gen #(
  parameter EXP_FACTOR = 6
) (
  input  wire clock_i,
  input  wire reset_i,
  input  wire en_i,
  output wire SCLK_o
);
  logic clk_divided;
  clock_div #(.EXP_FACTOR(EXP_FACTOR)) clkgen (
    .clock_in_i(clock_i),
    .clock_out_o(clk_divided),
    .reset_i(reset_i),
    .clear_i(~en_i),
    .en_i(en_i)
  );
  assign SCLK_o = (en_i) ? clk_divided : 1'b0;
endmodule
`default_nettype none
module spi_delay_timer #(
  parameter int MAX_COUNT = 10
) (
  input  wire clock_i,
  input  wire reset_i,
  input  wire delay_en_i,
  output wire delay_done_o
);
  localparam int WIDTH = $clog2(MAX_COUNT + 1);
  logic [WIDTH-1:0] counter;
  always_ff @(posedge clock_i) begin
    if (reset_i | ~delay_en_i)
      counter <= '0;
    else if (counter != MAX_COUNT)
      counter <= counter + 1;
  end
  assign delay_done_o = (counter == MAX_COUNT);
endmodule
`default_nettype none
module spi_rx #(
  parameter WIDTH = 8
) (
  input  wire             clock_i,
  input  wire             reset_i,
  input  wire             rx_en_i,
  input  wire             SCLK_i,
  input  wire             MISO_i,
  output wire [WIDTH-1:0] rx_data_o
);
  logic SCLK_falling_edge;
  edge_trigger #(.DETECT_POS_EDGE(0)) posedge_trigger (
    .clk(clock_i),
    .reset(reset_i),
    .signal_in(SCLK_i),
    .pulse_out(SCLK_falling_edge)
  );
  ShiftRegisterSIPO #(.WIDTH(WIDTH)) rx_shift_reg (
    .en    (rx_en_i & SCLK_falling_edge),
    .left  (1'b1),  
    .clock (clock_i),
    .serial(MISO_i),
    .Q     (rx_data_o)
  );
endmodule : spi_rx
`default_nettype none
module spi_tx #(
  parameter WIDTH = 8
) (
  input  wire             clock_i,
  input  wire             reset_i,
  input  wire             tx_en_i,
  input  wire             tx_load_i,
  input  wire             SCLK_i,
  input  wire [WIDTH-1:0] tx_buffer_i,
  output wire             MOSI_o
);
  logic SCLK_rising_edge;
  edge_trigger #(.DETECT_POS_EDGE(1)) posedge_trigger (
    .clk(clock_i),
    .reset(reset_i),
    .signal_in(SCLK_i),
    .pulse_out(SCLK_rising_edge)
  );
  logic [WIDTH-1:0] tx_buffer_out;
  ShiftRegisterPIPO #(.WIDTH(WIDTH)) tx_buffer (
    .en   (tx_en_i & SCLK_rising_edge),
    .left (1'b1),  
    .load (tx_load_i),
    .clock(clock_i),
    .D    (tx_buffer_i),
    .Q    (tx_buffer_out)
  );
  logic mosi_reg;
  always_ff @(posedge clock_i) begin
    if (reset_i)
      mosi_reg <= 1'b0;
    else if (tx_en_i & SCLK_rising_edge)
      mosi_reg <= tx_buffer_out[WIDTH-1];
  end
  assign MOSI_o = tx_en_i ? mosi_reg : 1'b0;
endmodule: spi_tx
==> flow/run.sh <==
#!/bin/bash
# OpenROAD 26Q1-2900-gdf79404cd8, Yosys 0.63+post, stock flow scripts
make -C /OpenROAD-flow-scripts/flow DESIGN_CONFIG=/design/flow/config.mk WORK_HOME=/design/flow/orfs finish
==> flow/config.mk <==
export PLATFORM = sky130hd
export DESIGN_NAME = spi
export DESIGN_NICKNAME = spi
export VERILOG_FILES = /design/flow/design.v
export SDC_FILE = /design/flow/constraint.sdc
export NUM_CORES = 4
export LEC_CHECK = 1
export CORE_AREA = 10 10 113 113
export DIE_AREA = 0 0 123 123
==> flow/constraint.sdc <==
current_design spi

set clk_period 2.5
set clk_io_pct 0.2

create_clock -name clk0 -period $clk_period [get_ports {clock_i}]

set non_clock_inputs [all_inputs -no_clocks]
set_input_delay [expr $clk_period * $clk_io_pct] -clock clk0 $non_clock_inputs
set_output_delay [expr $clk_period * $clk_io_pct] -clock clk0 [all_outputs]
==> flow_summary_export.csv <==
group,metric,value,unit
cells_and_area,n_fill_cell,1084,
timing,rsz0062_at_grt,"false",
flow_run,warning_count,27,
synth,yosys_cells,134,
power_and_ir_drop,powerDensity,608,nW/µm²
route,vias,1031,
floorplan,chipHeight,123,µm
route,postRouteAntennaNets,0,
worst_setup_path,path_class,"reg -> out",
worst_setup_path,r2r_slack,0.50,ns
cells_and_area,seqCellArea,941,µm²
worst_setup_path,crit_buf_inv,2,
timing,setup_viol,0,
cells_and_area,stdcell_count,298,
route,route.detailed.drc,0,
grt,grt_start_max_net_pins,16,
worst_setup_path,path_cells,"inv_1, ha_1, nand4b_4, a21oi_2, nor2b_1, clkdlybuf4s50_1",
route,drt_iter0_drc,33,
synth,yosys_warnings,12,
placed_design,dp_hpwl,2210,µm
route,wl_met1,1340,µm
clock_tree,clockBufferDepth,2,
route,viasPerCell,3.46,
clock_tree,cts_hold_buf,0,
power_and_ir_drop,p_leak,0.677,nW
worst_setup_path,cp.depth,6,
grt,antenna_found_initial,0,
worst_setup_path,rr_endpoint,"spi_tx_unit.tx_buffer.Q[4]$_DFFE_PP_",
floorplan,design.portCount,24,
grt,grt_pass1_vias,1045,
clock_tree,cts_root_buf,"clkbuf_8",
flow_run,max-cap-violations,0,
worst_hold_path,hp-class,"reg -> reg",
placed_design,dp_cells,290,
worst_setup_path,crit_path_max_incr_delay,0.50,ns
synth,ys_area,1610,µm²
worst_setup_path,cp_max_fo,5,
route,wirelength,2960,µm
synth,ys_seq_share,58.4,%
timing,fmax,0.428,GHz
cells_and_area,drive_gt1_share,16.0,%
timing,drv_slew,0,
cells_and_area,logic_area,607,µm²
route,drt_pass1_iterations,4,
cells_and_area,reg.largest.list,"spi_rx_unit.rx_shift_reg.Q (8), spi_tx_unit.tx_buffer.Q (8), clkgen.clkgen.clk_div (6)",
synth,avgSynthCellArea,12.0,µm²
grt,track_usage,4.00,%
clock_tree,cts-buffers-inserted,5,
synth,netlist_area,1610,µm²
cells_and_area,area_growth,30.2,%
route,top_layer,"met4",
grt,grt_pass1_wl,4970,µm
clock_tree,clk_latency,0.29,ns
clock_tree,cts.sinks,39,
timing,layout_min_cycle_time,2.34,ns
status,outcome,"finished, final reports clean",
floorplan,rows,37,
grt,globalRouteOverflowTotal,0,
placed_design,port_buffers,22,
timing,hold_violations,0,
route,antenna_cells_inserted,0,
worst_setup_path,critPathRequiredTime,2.00,ns
worst_setup_path,end_kind,"output port",
power_and_ir_drop,power,1.28,mW
worst_setup_path,crit_start,"delay_time.counter[0]$_SDFFE_PP0P_",
placed_design,place_congestion,0.720,
clock_tree,cts_tree,"done",
synth,syn_inst,134,
timing,fin_crit_sh,93.5,%
synth,synth_flop_count,39,
timing,finalSetupTns,0,ns
worst_setup_path,slowest_stage,"clkdlybuf4s50_1",
floorplan,fp.coreArea,10300,µm²
worst_setup_path,critPathLaunchType,"flip-flop",
route,wl_met3,122,µm
power_and_ir_drop,ir_drop,0.272,mV
route,routedWlPerCell,9.94,µm
worst_setup_path,r2r-start,"delay_time.counter[0]$_SDFFE_PP0P_",
timing,slew_headroom,52.1,%
worst_setup_path,cp-endpoint,"MOSI_o",
timing,worst_pin_slew,0.718,ns
timing,skew,0.00364,ns
floorplan,core_util_floorplan,15.6,%
clock_tree,clkSlewWorstSetupHoldPaths,0.08,ns
floorplan,die_width,123,µm
floorplan,dieArea,15100,µm²
worst_setup_path,path_delay_family,"buffers and inverters",
route,wl_met2,1460,µm
worst_setup_path,arrival,1.84,ns
clock_tree,htreeDepth,2,
synth,synth_cell_types,39,
worst_setup_path,r2r_cells,6,
==> cell usage in the layout, fill, tap and decap left out, types with 5 or more instances in the layout <==
master,n
ha_1,5
nand3_1,6
clkdlybuf4s50_1,21
edfxtp_1,16
nand2_1,9
dfxtp_1,23
a21oi_1,6
clkbuf_8,5
nor2_1,5
mux2_2,7
nor3_1,5
inv_1,6
==> cell usage after synthesis <==
cell	instances	area, µm²
nor4b_1	1	8.76
o21ai_2	1	8.76
o21ai_4	1	16.3
nand3_1	6	30.0
buf_4	1	7.51
o211ai_1	1	7.51
dfxtp_1	23	460
nand4b_4	1	23.8
xor2_1	4	35.0
edfxtp_1	16	480
ha_1	5	62.6
o21ai_0	4	20.0
nand3b_1	1	7.51
mux2_2	7	78.8
and2_1	1	6.26
and3b_1	1	8.76
clkbuf_8	1	13.8
nand2_1	9	33.8
nor2_1	5	18.8
and2_2	1	7.51
o21bai_1	2	15.0
nor2b_1	4	25.0
o21ba_2	1	10.0
a211oi_1	2	15.0
buf_6	1	11.3
conb_1	1	3.75
nor3_1	5	25.0
a21oi_1	6	30.0
clkbuf_2	1	5.00
or3b_2	1	8.76
and3_1	1	6.26
and4b_2	1	11.3
clkbuf_1	1	3.75
xnor2_1	2	17.5
or3_1	4	25.0
nor3b_1	3	22.5
inv_1	6	22.5
a21oi_2	1	8.76
a32oi_1	1	8.76
==> routing by layer <==
metal  up-vias  track usage (%)
li1        527                -
met1       482             5.08
met2        17             6.76
met3         5             1.25
met4         0            0.509
met5         -                0
==> layout make-up <==
cell class              instances  area share (%)
multi-input cells              84            28.9
well taps                     136            8.11
clock buffers                   5            3.28
clock inverters                 3            2.27
flip-flops and latches         39            44.8
repair buffers                 25            11.5
inverters                       6            1.07
==> how the worst min path moves through the flow <==
stage	startpoint	endpoint	slack, ns	cells after the start
5_1_grt	spi_tx_unit.posedge_trigger.signal_d$_SDFF_PP0_	spi_tx_unit.posedge_trigger.pulse_out$_SDFF_PP0_	0.40	1
4_1_cts	spi_tx_unit.posedge_trigger.signal_d$_SDFF_PP0_	spi_tx_unit.posedge_trigger.pulse_out$_SDFF_PP0_	0.41	1
6_report	spi_tx_unit.posedge_trigger.signal_d$_SDFF_PP0_	spi_tx_unit.posedge_trigger.pulse_out$_SDFF_PP0_	0.41	1
==> cell families (layout without fill, tap and decap cells) <==
| family | Yosys count | in the layout | synth area share (%) |
|---|---|---|---|
| buf+inv | 11 | 39 | 3.96 |
| mux | 7 | 7 | 4.89 |
| compound gates | 20 | 20 | 8.70 |
| fa+ha+maj | 5 | 5 | 3.88 |
| flops | 39 | 39 | 58.4 |
| other cells | 1 | 1 | 0.233 |
| xor+xnor | 6 | 6 | 3.26 |
| simple gates | 45 | 45 | 16.7 |
==> power by group <==
| part | switching [mW] | total (mW) | internal (mW) |
|---|---|---|---|
| logic | 0.0244 | 0.0592 | 0.0348 |
| clock network | 0.233 | 0.536 | 0.302 |
| registers | 0.00655 | 0.681 | 0.675 |
==> per-stage QoR <==
stage	worst slack, ns	hold WS [ns]	util, %	area (µm²)
floorplan	0.716	0.376	-	1610
global placement	0.349	0.378	19.2	1980
detailed placement	0.295	0.390	19.2	1980
CTS	0.125	0.408	20.3	2100
global route	0.00913	0.401	20.3	2100
finish	0.161	0.406	20.3	2100
==> what timing repair did <==
item / in CTS / in global routing
resized: 1 / 0
setup endpoints to repair: 1 / 0
setup buffers: 0 / 0
No activity file was given, so power comes from the tool's default toggle rates.
